`design/flow/config.mk`:
```
export PLATFORM = sky130hd
export DESIGN_NAME = AXI_stream_v1
export DESIGN_NICKNAME = AXI_stream_v1
export VERILOG_FILES = /design/flow/design.v
export SDC_FILE = /design/flow/constraint.sdc
export NUM_CORES = 4
export LEC_CHECK = 1
export CORE_AREA = 10 10 103 103
export DIE_AREA = 0 0 113 113
```
`design/flow/constraint.sdc`:
```
current_design AXI_stream_v1

set clk_period 2.0
set clk_io_pct 0.2

create_clock -name clk0 -period $clk_period [get_ports {m00_axis_aclk}]
create_clock -name clk1 -period $clk_period [get_ports {s00_axis_aclk}]

set non_clock_inputs [all_inputs -no_clocks]
set_input_delay [expr $clk_period * $clk_io_pct] -clock clk0 $non_clock_inputs
set_output_delay [expr $clk_period * $clk_io_pct] -clock clk0 [all_outputs]
```
`design/flow/design.v`:
```
`timescale 1 ns / 1 ps
	module AXI_stream_v1 #
	(
		parameter integer C_M00_AXIS_TDATA_WIDTH	= 32,
		parameter integer C_M00_AXIS_START_COUNT	= 32,
		parameter integer C_S00_AXIS_TDATA_WIDTH	= 32
	)
	(
		input wire  m00_axis_aclk,
		input wire  m00_axis_aresetn,
		output wire  m00_axis_tvalid,
		output wire [C_M00_AXIS_TDATA_WIDTH-1 : 0] m00_axis_tdata,
		output wire [(C_M00_AXIS_TDATA_WIDTH/8)-1 : 0] m00_axis_tstrb,
		output wire  m00_axis_tlast,
		input wire  m00_axis_tready,
		input wire  s00_axis_aclk,
		input wire  s00_axis_aresetn,
		output wire  s00_axis_tready,
		input wire [C_S00_AXIS_TDATA_WIDTH-1 : 0] s00_axis_tdata,
		input wire [(C_S00_AXIS_TDATA_WIDTH/8)-1 : 0] s00_axis_tstrb,
		input wire  s00_axis_tlast,
		input wire  s00_axis_tvalid
	);
	AXI_stream_v1_M00_AXIS # ( 
		.C_M_AXIS_TDATA_WIDTH(C_M00_AXIS_TDATA_WIDTH),
		.C_M_START_COUNT(C_M00_AXIS_START_COUNT)
	) AXI_stream_v1_M00_AXIS_inst (
		.M_AXIS_ACLK(m00_axis_aclk),
		.M_AXIS_ARESETN(m00_axis_aresetn),
		.M_AXIS_TVALID(m00_axis_tvalid),
		.M_AXIS_TDATA(m00_axis_tdata),
		.M_AXIS_TSTRB(m00_axis_tstrb),
		.M_AXIS_TLAST(m00_axis_tlast),
		.M_AXIS_TREADY(m00_axis_tready)
	);
	AXI_stream_v1_S00_AXIS # ( 
		.C_S_AXIS_TDATA_WIDTH(C_S00_AXIS_TDATA_WIDTH)
	) AXI_stream_v1_S00_AXIS_inst (
		.S_AXIS_ACLK(s00_axis_aclk),
		.S_AXIS_ARESETN(s00_axis_aresetn),
		.S_AXIS_TREADY(s00_axis_tready),
		.S_AXIS_TDATA(s00_axis_tdata),
		.S_AXIS_TSTRB(s00_axis_tstrb),
		.S_AXIS_TLAST(s00_axis_tlast),
		.S_AXIS_TVALID(s00_axis_tvalid)
	);
	endmodule
`timescale 1 ns / 1 ps
	module AXI_stream_v1_M00_AXIS #
	(
		parameter integer C_M_AXIS_TDATA_WIDTH	= 32,
		parameter integer C_M_START_COUNT	= 32
	)
	(
		input wire  M_AXIS_ACLK,
		input wire  M_AXIS_ARESETN,
		output wire  M_AXIS_TVALID,
		output wire [C_M_AXIS_TDATA_WIDTH-1 : 0] M_AXIS_TDATA,
		output wire [(C_M_AXIS_TDATA_WIDTH/8)-1 : 0] M_AXIS_TSTRB,
		output wire  M_AXIS_TLAST,
		input wire  M_AXIS_TREADY
	);
	localparam NUMBER_OF_OUTPUT_WORDS = 8;                                               
	function integer clogb2 (input integer bit_depth);                                   
	  begin                                                                              
	    for(clogb2=0; bit_depth>0; clogb2=clogb2+1)                                      
	      bit_depth = bit_depth >> 1;                                                    
	  end                                                                                
	endfunction                                                                          
	localparam integer WAIT_COUNT_BITS = clogb2(C_M_START_COUNT-1);                      
	localparam bit_num  = clogb2(NUMBER_OF_OUTPUT_WORDS);                                
	parameter [1:0] IDLE = 2'b00,         
	                INIT_COUNTER  = 2'b01,  
	                SEND_STREAM   = 2'b10;  
	reg [1:0] mst_exec_state;                                                            
	reg [bit_num-1:0] read_pointer;                                                      
	reg [WAIT_COUNT_BITS-1 : 0] 	count;
	wire  	axis_tvalid;
	reg  	axis_tvalid_delay;
	wire  	axis_tlast;
	reg  	axis_tlast_delay;
	reg [C_M_AXIS_TDATA_WIDTH-1 : 0] 	stream_data_out;
	wire  	tx_en;
	reg  	tx_done;
	assign M_AXIS_TVALID	= axis_tvalid_delay;
	assign M_AXIS_TDATA	= stream_data_out;
	assign M_AXIS_TLAST	= axis_tlast_delay;
	assign M_AXIS_TSTRB	= {(C_M_AXIS_TDATA_WIDTH/8){1'b1}};
	always @(posedge M_AXIS_ACLK)                                             
	begin                                                                     
	  if (!M_AXIS_ARESETN)                                                    
	    begin                                                                 
	      mst_exec_state <= IDLE;                                             
	      count    <= 0;                                                      
	    end                                                                   
	  else                                                                    
	    case (mst_exec_state)                                                 
	      IDLE:                                                               
	            mst_exec_state  <= INIT_COUNTER;                              
	      INIT_COUNTER:                                                       
	        if ( count == C_M_START_COUNT - 1 )                               
	          begin                                                           
	            mst_exec_state  <= SEND_STREAM;                               
	          end                                                             
	        else                                                              
	          begin                                                           
	            count <= count + 1;                                           
	            mst_exec_state  <= INIT_COUNTER;                              
	          end                                                             
	      SEND_STREAM:                                                        
	        if (tx_done)                                                      
	          begin                                                           
	            mst_exec_state <= IDLE;                                       
	          end                                                             
	        else                                                              
	          begin                                                           
	            mst_exec_state <= SEND_STREAM;                                
	          end                                                             
	    endcase                                                               
	end                                                                       
	assign axis_tvalid = ((mst_exec_state == SEND_STREAM) && (read_pointer < NUMBER_OF_OUTPUT_WORDS));
	assign axis_tlast = (read_pointer == NUMBER_OF_OUTPUT_WORDS-1);                                
	always @(posedge M_AXIS_ACLK)                                                                  
	begin                                                                                          
	  if (!M_AXIS_ARESETN)                                                                         
	    begin                                                                                      
	      axis_tvalid_delay <= 1'b0;                                                               
	      axis_tlast_delay <= 1'b0;                                                                
	    end                                                                                        
	  else                                                                                         
	    begin                                                                                      
	      axis_tvalid_delay <= axis_tvalid;                                                        
	      axis_tlast_delay <= axis_tlast;                                                          
	    end                                                                                        
	end                                                                                            
	always@(posedge M_AXIS_ACLK)                                               
	begin                                                                            
	  if(!M_AXIS_ARESETN)                                                            
	    begin                                                                        
	      read_pointer <= 0;                                                         
	      tx_done <= 1'b0;                                                           
	    end                                                                          
	  else                                                                           
	    if (read_pointer <= NUMBER_OF_OUTPUT_WORDS-1)                                
	      begin                                                                      
	        if (tx_en)                                                               
	          begin                                                                  
	            read_pointer <= read_pointer + 1;                                    
	            tx_done <= 1'b0;                                                     
	          end                                                                    
	      end                                                                        
	    else if (read_pointer == NUMBER_OF_OUTPUT_WORDS)                             
	      begin                                                                      
	        tx_done <= 1'b1;                                                         
	      end                                                                        
	end                                                                              
	assign tx_en = M_AXIS_TREADY && axis_tvalid;   
	    always @( posedge M_AXIS_ACLK )                  
	    begin                                            
	      if(!M_AXIS_ARESETN)                            
	        begin                                        
	          stream_data_out <= 1;                      
	        end                                          
	      else if (tx_en) 
	        begin                                        
	          stream_data_out <= read_pointer + 32'b1;   
	        end                                          
	    end                                              
	endmodule
`timescale 1 ns / 1 ps
	module AXI_stream_v1_S00_AXIS #
	(
		parameter integer C_S_AXIS_TDATA_WIDTH	= 32
	)
	(
		input wire  S_AXIS_ACLK,
		input wire  S_AXIS_ARESETN,
		output wire  S_AXIS_TREADY,
		input wire [C_S_AXIS_TDATA_WIDTH-1 : 0] S_AXIS_TDATA,
		input wire [(C_S_AXIS_TDATA_WIDTH/8)-1 : 0] S_AXIS_TSTRB,
		input wire  S_AXIS_TLAST,
		input wire  S_AXIS_TVALID
	);
	function integer clogb2 (input integer bit_depth);
	  begin
	    for(clogb2=0; bit_depth>0; clogb2=clogb2+1)
	      bit_depth = bit_depth >> 1;
	  end
	endfunction
	localparam NUMBER_OF_INPUT_WORDS  = 8;
	localparam bit_num  = clogb2(NUMBER_OF_INPUT_WORDS-1);
	parameter [1:0] IDLE = 1'b0,         
	                WRITE_FIFO  = 1'b1;  
	wire  	axis_tready;
	reg mst_exec_state;  
	genvar byte_index;     
	wire fifo_wren;
	reg fifo_full_flag;
	reg [bit_num-1:0] write_pointer;
	  reg writes_done;
	assign S_AXIS_TREADY	= axis_tready;
	always @(posedge S_AXIS_ACLK) 
	begin  
	  if (!S_AXIS_ARESETN) 
	    begin
	      mst_exec_state <= IDLE;
	    end  
	  else
	    case (mst_exec_state)
	      IDLE: 
	          if (S_AXIS_TVALID)
	            begin
	              mst_exec_state <= WRITE_FIFO;
	            end
	          else
	            begin
	              mst_exec_state <= IDLE;
	            end
	      WRITE_FIFO: 
	        if (writes_done)
	          begin
	            mst_exec_state <= IDLE;
	          end
	        else
	          begin
	            mst_exec_state <= WRITE_FIFO;
	          end
	    endcase
	end
	assign axis_tready = ((mst_exec_state == WRITE_FIFO) && (write_pointer <= NUMBER_OF_INPUT_WORDS-1));
	always@(posedge S_AXIS_ACLK)
	begin
	  if(!S_AXIS_ARESETN)
	    begin
	      write_pointer <= 0;
	      writes_done <= 1'b0;
	    end  
	  else
	    if (write_pointer <= NUMBER_OF_INPUT_WORDS-1)
	      begin
	        if (fifo_wren)
	          begin
	            write_pointer <= write_pointer + 1;
	            writes_done <= 1'b0;
	          end
	          if ((write_pointer == NUMBER_OF_INPUT_WORDS-1)|| S_AXIS_TLAST)
	            begin
	              writes_done <= 1'b1;
	            end
	      end  
	end
	assign fifo_wren = S_AXIS_TVALID && axis_tready;
	generate 
	  for(byte_index=0; byte_index<= (C_S_AXIS_TDATA_WIDTH/8-1); byte_index=byte_index+1)
	  begin:FIFO_GEN
	    reg  [(C_S_AXIS_TDATA_WIDTH/4)-1:0] stream_data_fifo [0 : NUMBER_OF_INPUT_WORDS-1];
	    always @( posedge S_AXIS_ACLK )
	    begin
	      if (fifo_wren) 
	        begin
	          stream_data_fifo[write_pointer] <= S_AXIS_TDATA[(byte_index*8+7) -: 8];
	        end  
	    end  
	  end		
	endgenerate
	endmodule
```
`design/flow/run.sh`:
```
#!/bin/bash
# OpenROAD 26Q1-2900-gdf79404cd8, Yosys 0.63+post, stock flow scripts
make -C /OpenROAD-flow-scripts/flow DESIGN_CONFIG=/design/flow/config.mk WORK_HOME=/design/flow/orfs finish
```
==> flow_summary.ini <==
; implementation run metrics
[finish]
lay_top_count = conb_1
drive_above_1_share_pct = 8.33
most-common-layout-cells = conb_1 (31), dfxtp_1 (24), nand2_1 (18), clkdlybuf4s50_1 (12), clkbuf_8 (7)
final_area_um2 = 1520
instances_no_fill = 261
final_util_pct = 18.3
area_growth_pct = 18.1

[place]
numPortBuffers = 13
dp_cells = 251
place_ws_ns = 0.105
place_area_um2 = 1400
place_congestion = 0.760
hpwl_mm = 1.82

[worst_hold_path]
min_to = AXI_stream_v1_M00_AXIS_inst.mst_exec_state[0]
hold_class = flip-flop to flip-flop
whs_path_depth = 2
hp-start = AXI_stream_v1_M00_AXIS_inst.tx_done

[synth]
yosysChipArea_um2 = 1280
synth_flops = 25
yosysCellCount = 140
yosys_warnings = 2
avgSynthCellArea_um2 = 9.18
top_logic_kind = buffers and inverters
top_cells_by_area = dfxtp_1 (39%), buf_4 (18%), ha_1 (5.8%)
adder_share_pct = 5.84
synthesis.area_um2 = 1280
synth-xor-area-share_pct = 2.04
synth.area.mux_share_pct = 4.67
ys_sh_simple_pct = 17.9
ys_seq_share_pct = 38.9
yosysTopAreaCell = dfxtp_1
syn_inst = 140
aoi_share_pct = 7.89
ys_types = 32
top_area_share_pct = 38.9

[critical_path]
cp-start-kind = flip-flop
cp.required_ns = 1.60
critPathKind = flip-flop to output pin
timing.reg2reg.worst_path_depth = 6
critPathCaptureType = output pin
reg2reg_from = AXI_stream_v1_M00_AXIS_inst.count[0]
crit_arrival_ns = 1.44
cp_max_fo = 2
r2r_slack_ns = 0.26
r2r_end = AXI_stream_v1_M00_AXIS_inst.count[3]

[timing]
finalClockSkew_ns = 0.00641
finalSetupViolCount = 0
hold_viol = 0
finalSetupTns_ns = 0
rsz0062_at_grt = no
whs_ns = 0.446
final.setup.worst_slack_ns = 0.163
slew_viol_final = 0

[route]
vias = 834
drc = 0
route.antenna.remaining_nets = 0
antenna_cells = 0
wirelength_mm = 2.39
drtIter0Drc = 20
vias_per_cell = 3.20
wl_per_cell_um = 9.14
firstDrtPassIters = 3

[job]
warnings = 63
max_cap_violations = 0

[clock_network]
clkTransAtPathRegs_ns = 0.07
numClockSinks = 25
cts_tree = built
cts_hold_buf = 0

[power_and_ir_drop]
finalPower_mw = 1.06
leakage_nw = 0.645
power_density_nw_per_um2 = 701
ir_worst_vdd_mv = 0.237

[floorplanning]
die_x_um = 113
coreArea_um2 = 8300
floorplanUtilization_pct = 15.5
ios = 82
placementRows = 33
chipArea_um2 = 12800
fp.dieH_um = 113

[grt]
grt_max_degree = 16
grt_antenna_before_repair = 0
grt_pass1_vias = 917
grt_overflow = 0
grt_pass1_wl_mm = 4.13
gr-usage-all-layers_pct = 3.68

[run_status]
status = finished, final reports clean
-- per-layer routing --
| layer | vias up | share of wire (%) | wire length [um] | global-route usage [%] |
|---|---|---|---|---|
| met4 | 0 | 0.80 | 19 | 0.846 |
| met2 | 26 | 44 | 1050 | 5.45 |
| met3 | 2 | 8.2 | 196 | 1.66 |
| li1 | 429 | - | - | - |
| met5 | - | 0 | 0 | 0 |
| met1 | 377 | 47 | 1120 | 4.81 |
-- kinds of logic after synthesis --
| kind of cell | Yosys count |
|---|---|
| DFF | 25 |
| and+or+nand+nor | 42 |
| adders and majority gates | 6 |
| AOI/OAI and AO/OA | 14 |
| muxes | 6 |
| buffers and inverters | 42 |
| other | 2 |
| xor gates and xnor gates | 3 |
-- timing repair --
action                                 in CTS  in global routing
resized                                     4                  0
setup endpoints to repair                   1                  0
endpoints found under the hold margin       0                  0
setup buffers                               2                  0
-- worst max-delay path, stage by stage, from the launching register on --
cell           delay (ns)
dfxtp_2              0.31
ha_2                 0.17
ha_2                 0.17
nand4b_1             0.18
and2_1               0.15
dlygate4sd2_1        0.23
-- synth_stat cells, drive strengths merged --
cell,count
a21boi,6
a22oi,1
and2,5
and3,4
and3b,1
and4,1
buf,33
clkbuf,4
conb,2
dfxtp,25
ha,6
inv,5
mux2i,6
nand2,18
nand2b,1
nand3,1
nand3b,2
nand4,2
nand4b,2
nor2b,4
nor3b,1
o211a,1
o211ai,1
o21a,2
o21ai,2
o22ai,1
xnor2,2
xor2,1
-- cell type report --
cell class,count,area (um^2)
multi-input cells,102,614
repair buffers,16,151
flip-flops and latches,25,502
fillers,920,6780
inverters,5,18.8
well taps,105,131
clock buffers,8,100
-- where the power goes --
| group | internal [mW] | leakage [nW] | switching [mW] | total, mW |
|---|---|---|---|---|
| clock network | 0.312 | 0.0515 | 0.177 | 0.489 |
| registers | 0.510 | 0.204 | 0.00865 | 0.519 |
| logic | 0.0303 | 0.390 | 0.0259 | 0.0562 |
| total | 0.853 | 0.645 | 0.212 | 1.06 |
-- registers in the layout (all words and copies together), names as in the netlist --
| signal | cells |
|---|---|
| AXI_stream_v1_M00_AXIS_inst.axis_tlast_delay | 1 |
| AXI_stream_v1_M00_AXIS_inst.axis_tvalid_delay | 1 |
| AXI_stream_v1_M00_AXIS_inst.count | 5 |
| AXI_stream_v1_M00_AXIS_inst.mst_exec_state | 3 |
| AXI_stream_v1_M00_AXIS_inst.read_pointer | 4 |
| AXI_stream_v1_M00_AXIS_inst.stream_data_out | 5 |
| AXI_stream_v1_M00_AXIS_inst.tx_done | 1 |
| AXI_stream_v1_S00_AXIS_inst.mst_exec_state | 1 |
| AXI_stream_v1_S00_AXIS_inst.write_pointer | 3 |
| AXI_stream_v1_S00_AXIS_inst.writes_done | 1 |
-- worst max-delay path by stage --
stage	cells past startpoint	start	to
finish	5	AXI_stream_v1_S00_AXIS_inst.write_pointer[0]	s00_axis_tready
global route	5	AXI_stream_v1_S00_AXIS_inst.write_pointer[1]	s00_axis_tready
CTS	5	AXI_stream_v1_S00_AXIS_inst.write_pointer[0]	s00_axis_tready
No activity file was given, so power comes from the tool's default toggle rates.
